### ./design.v
module clock_generator #(
    parameter logic [7:0] CLK_CLK_DIVISION = 8'd14,
    parameter logic [7:0] CLK_AUDIO_FRAME_LEN = 8'd64
) (
    input  logic clk_i,
    input  logic rst_ni,
    input  logic enable_i,
    output logic bclk_o,
    output logic lrclk_o
);
    localparam logic [7:0] BCLK_CNTR_HALF_CC = CLK_CLK_DIVISION/2 - 1;
    localparam logic [7:0] BCLK_CNTR_FULL_CC = BCLK_CNTR_HALF_CC * 2 + 1;
    localparam logic [7:0] AUDIO_FRAME_CNTR_HALF = CLK_AUDIO_FRAME_LEN/2 - 1;
    logic [7:0] elapsed_cycles;
    logic [7:0] frame_cntr;
    always_ff @(posedge clk_i or negedge rst_ni) begin
        if (~rst_ni) begin
            elapsed_cycles <= BCLK_CNTR_FULL_CC;
            bclk_o <= 1'b0;
            frame_cntr <= AUDIO_FRAME_CNTR_HALF;
            lrclk_o <= 1'b1;
        end else if (enable_i) begin
            elapsed_cycles <= elapsed_cycles - 1;
            if (elapsed_cycles <= 0) begin
                bclk_o <= ~bclk_o;
                elapsed_cycles <= BCLK_CNTR_HALF_CC;
                if (bclk_o) begin
                    frame_cntr <= frame_cntr - 1;
                    if (frame_cntr == 0) begin
                        lrclk_o <= ~lrclk_o;
                        frame_cntr <= AUDIO_FRAME_CNTR_HALF;
                    end
                end
            end
        end
    end
endmodule
### ./run.sh
#!/bin/bash
# OpenROAD 26Q1-2900-gdf79404cd8, Yosys 0.63+post, stock flow scripts
make -C /OpenROAD-flow-scripts/flow DESIGN_CONFIG=/design/flow/config.mk WORK_HOME=/design/flow/orfs finish
### ./config.mk
export PLATFORM = sky130hd
export DESIGN_NAME = clock_generator
export DESIGN_NICKNAME = clock_generator
export VERILOG_FILES = /design/flow/design.v
export SDC_FILE = /design/flow/constraint.sdc
export NUM_CORES = 4
export LEC_CHECK = 1
export CORE_AREA = 10 10 78 78
export DIE_AREA = 0 0 88 88
### ./constraint.sdc
current_design clock_generator

set clk_period 2.6
set clk_io_pct 0.2

create_clock -name clk0 -period $clk_period [get_ports {clk_i}]

set non_clock_inputs [all_inputs -no_clocks]
set_input_delay [expr $clk_period * $clk_io_pct] -clock clk0 $non_clock_inputs
set_output_delay [expr $clk_period * $clk_io_pct] -clock clk0 [all_outputs]
==> Changelog: implementation <==
### Metrics

- Post CTS Setup Buffer Count: 0
- Drt pass-1 iters: 6
- Clk latency late pin: 0.25 ns
- Initial DRC Count: 32
- CP top delay family: simple AND/OR/NAND/NOR gates
- CP Cell Sequence: clkdlybuf4s50_1 -> nor4b_4 -> nor4b_2 -> nand4_1 -> mux2_1
- Max VDD drop: 0.3063 mV
- Yosys warnings: 1
- Slew of the pin with the lowest slew margin: 0.7627 ns
- N_diodes: 0
- Largest net degree at the start of global routing: 19
- Core area: 4414 um2
- Initial antenna violation count: 0
- Number of synthesized flops with an enable pin: 0
- Syn Area/Cell: 11.03 um2
- Routability cong.: 0.8078
- Final hold slack: 0.4925 ns
- Worst r2r src: elapsed_cycles[0]
- CP Depth: 5
- Die Size: 7744 um2
- Slew margin rel.: 48.99%
- Start point of the critical path: enable_i
- Crit path launch type: input pin
- Register-to-Register Path Depth: 6
- Post-synth top cells: dfrtp_1 (9), dfstp_2 (9), xnor2_1 (8)
- # setup viols final: 0
- GRT overflow: 0
- GRT Util Overall: 4.407%
- Flops after synth: 18
- Asr flop ratio synth: 100.0%
- Num CTS Buffers: 3
- Critical Path RT: 2.74 ns
- CP Data Arrival Time: 2.19 ns
- Floorplan core density: 20.75%
- Pwr Density: 975.3 nW/um2
- Endpoint class of the critical path: register
- Row count: 24
- IO Count: 5
- I/O Buffers: 4
- Vias in the first global route: 618
- Area share, top type: 25.82%
- HP Class: reg -> reg
- Die X: 88 um
- CP peak stage delay: 0.59 ns
- FMAX: 487.9 MHz
- Total number of vias: 611
- Cell count in the Yosys report: 83
- Final Critical Period: 2.050 ns
- Distinct lib cells: 29
- Cell Area, Synth: 915.9 um2
- Residual DRC count: 0
- Hold Buf Count CTS: 0
- Synth Flop Type: dfstp_2
- Critical path fanouts, max: 6
- Final wirelength: 1539 um
- Final Hold Viols: 0
- Hold Crit Start: lrclk_o
- Tool Warnings: 25
- Max-slew violation count: 0
- Slowest cell on the critical path: clkdlybuf4s50_1
- YS chip area: 915.9 um2
- Total power: 1052 uW
- Hold path depth: 1
- Period utilization: 78.84%
- Htree depth: 1
- Layout Utilization: 24.43%
- Clk root buf: clkbuf_8
- Post-CTS sizing: 0
- Syn-to-layout area delta: 17.76%
- First-pass GRT wire length: 2822 um
- Final ANT Viol Nets: 0
- CTS tree: done
- Worst-case clock buffer depth: 2
- Synth Seq Share: 50.41%
- Layout cell share with drive strength beyond 1: 20.88%
- Clk sinks: 18
- Post-DP HPWL: 1120 um
- Setup TNS: 0 ns
- Wirelength per Cell: 10.76 um
- Static leakage: 0.0004255 uW
- Worst path bufs/invs: 1
- Die height: 88 um
- Top cells by area: dfstp_2 (26%), dfrtp_1 (25%), xnor2_1 (7.7%)
- Yosys top cell by area: dfstp_2
- Max Cap Violations: 0
- Mapped Cells: 83
- Worst Skew: 0.001493 ns
- Clk slew on worst S/H paths: 0.07 ns
- WS Path Type: in -> reg
- RSZ-0062 raised after global routing: no
- Vias/cell: 4.273
- Status: finished, final reports clean
## flip-flops by register name (all words and copies together), names as in the netlist
name,cells
lrclk_o,1
bclk_o,1
elapsed_cycles,8
frame_cntr,8
## where the power goes
group / total (uW) / switching (uW) / internal, uW
clock: 225 / 90.2 / 134
sequential: 520 / 117 / 403
combinational: 308 / 142 / 166
total: 1050 / 349 / 703
## logic make-up after synthesis
group / share of synthesized area [%]
AOI/OAI and AO/OA: 5.055
xor gates and xnor gates: 8.607
adders and majority gates: 2.732
buffers and inverters: 2.185
DFF: 50.41
muxes: 4.781
and+or+nand+nor: 26.23
## area by class of cell
class                           count  area [um2]
Fill cell                         449        3336
Sequential cell                    18       461.7
Multi-Input combinational cell     60       434.2
Tap cell                           52       65.06
Clock buffer                        4       55.05
Timing Repair Buffer                5       47.55
Inverter                            4       15.01
## layout by cell type, fill, tap and decap left out, drive strengths merged, types with 2 or more instances in the layout
cell type,synthesis,final
xnor2,8,8
dfrtp,9,9
nor2b,3,3
mux2,3,3
inv,4,4
clkbuf,0,4
nand3,4,4
and2,2,2
clkdlybuf4s50,0,4
nor4b,4,4
nand4,3,3
nor3,4,4
nor2,7,7
dfstp,9,9
nand2b,2,2
ha,2,2
nand2,7,7
o21ai,2,2
## final timing paths
check / to / slack, ns
hold / removal: lrclk_o / 0.49
hold reg to reg: lrclk_o / 0.49
min in group asynchronous: elapsed_cycles[1] / 0.72
setup / recovery: frame_cntr[7] / 0.55
max in group asynchronous: frame_cntr[5] / 1.41
setup reg to reg: frame_cntr[6] / 0.76
## routing by layer
| layer | GRT usage (%) | vias to the layer above | share of wire, % |
|---|---|---|---|
| met5 | 0 | - | 0 |
| li1 | - | 303 | - |
| met4 | 0.2899 | 0 | 0.65 |
| met3 | 1.871 | 2 | 7.0 |
| met2 | 6.349 | 7 | 44 |
| met1 | 6.315 | 299 | 48 |
## stage by stage
step / std cells / setup WS, ns / area (um2)
floorplan: 83 / 0.9327 / 915.9
global placement: 139 / 0.3411 / 1023
CTS: 143 / 0.5691 / 1079
finish: 143 / 0.5502 / 1079
detailed placement: 139 / 0.3123 / 1023
global route: 143 / 0.4148 / 1079
No activity file was given, so power comes from the tool's default toggle rates.
